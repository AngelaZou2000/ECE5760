==> /design/flow/design.v <==
`default_nettype wire
module stepping_en (  
  input wire clk,
  input wire reset,
  input wire enable,
  input wire [4:0] init_rotor_position_0,
  input wire [4:0] init_rotor_position_1,
  input wire [4:0] init_rotor_position_2,
  input wire [4:0] rotor_turnover_0,
  input wire [4:0] rotor_turnover_1,
  input wire [4:0] rotor_turnover_2,
  output reg [4:0] rotor_position_0,
  output reg [4:0] rotor_position_1,
  output reg [4:0] rotor_position_2
);
  always@(posedge clk) begin
    if (reset) begin  
      rotor_position_2 <= init_rotor_position_2;
      rotor_position_1 <= init_rotor_position_1;
      rotor_position_0 <= init_rotor_position_0;
    end else if (enable) begin 
      if (rotor_position_1==rotor_turnover_1) begin  
        rotor_position_0 <= (rotor_position_0==5'd25) ? 5'd0 : (rotor_position_0+5'd1);
        rotor_position_1 <= (rotor_position_1==5'd25) ? 5'd0 : (rotor_position_1+5'd1);
      end
      if (rotor_position_2==rotor_turnover_2) begin  
        rotor_position_1 <= (rotor_position_1==5'd25) ? 5'd0 : (rotor_position_1+5'd1);
      end  
      rotor_position_2 <= (rotor_position_2==5'd25) ? 5'd0 : (rotor_position_2+5'd1);
    end
  end
endmodule
==> /design/flow/run.sh <==
#!/bin/bash
# OpenROAD 26Q1-2900-gdf79404cd8, Yosys 0.63+post, stock flow scripts
make -C /OpenROAD-flow-scripts/flow DESIGN_CONFIG=/design/flow/config.mk WORK_HOME=/design/flow/orfs finish
==> /design/flow/config.mk <==
export PLATFORM = sky130hd
export DESIGN_NAME = stepping_en
export DESIGN_NICKNAME = stepping_en
export VERILOG_FILES = /design/flow/design.v
export SDC_FILE = /design/flow/constraint.sdc
export NUM_CORES = 4
export LEC_CHECK = 1
export CORE_AREA = 10 10 107 107
export DIE_AREA = 0 0 117 117
==> /design/flow/constraint.sdc <==
current_design stepping_en

set clk_period 2.4
set clk_io_pct 0.2

create_clock -name clk0 -period $clk_period [get_ports {clk}]

set non_clock_inputs [all_inputs -no_clocks]
set_input_delay [expr $clk_period * $clk_io_pct] -clock clk0 $non_clock_inputs
set_output_delay [expr $clk_period * $clk_io_pct] -clock clk0 [all_outputs]
==> job_summary.md <==
## Synthesis and layout report

| Metric | Value |
|---|---|
| Status | `completed` |
| Cell area power density | `around 490 mW/mm²` |
| Syn-to-layout area delta | `65.8%` |
| Max-Cap Viols | `0` |
| Clk latency late pin | `between 200 and 250 ps` |
| Drt first pass iters | `3` |
| Distinct lib cells used | `14` |
| Largest net degree at the start of global routing | `13` |
| Synthesized area per cell | `10.3 µm²` |
| Share of layout cells above drive strength 1 | `5.71%` |
| Crit Path Category | `input pin to flip-flop` |
| Top cells, area | `edfxtp_1 (47%), xor2_1 (13%), ha_1 (7.9%), o21ai_0 (7.9%), nand2_1 (5.9%)` |
| Cells after Synth | `approximately 92` |
| DP Worst Slack | `between 200 and 250 ps` |
| Die height | `between 100 and 150 µm` |
| Dominant flop cell | `edfxtp_1` |
| Row count | `35` |
| Chip Area, Yosys | `951 µm²` |
| Final wirelength | `2.80 mm` |
| CP Max Fanout | `5` |
| Width of the die | `117 µm` |
| Fin crit share | `just under 80%` |
| Post-Syn Area | `~950 µm²` |
| Placed inst area | `around 0.0015 mm²` |
| GRT Total Usage | `a little over 4%` |
| Total core area | `0.00920 mm²` |
| Total power | `0.775 mW` |
| Root buf cell | `clkbuf_8` |
| Area leader share | `between 40 and 50%` |
| Vias in the first global route | `between 800 and 900` |
| CTS Buf Count | `3` |
| Post-synth ARST share | `0%` |
| Final setup vio count | `0` |
| Crit path capture type | `flip-flop` |
| Antenna violations before repair | `0` |
| Fin. max-slew vios | `0` |
| Die area | `0.0137 mm²` |
| Drc violations | `0` |
| Hold WC Path Type | `flip-flop to flip-flop` |
| Routed vias | `between 800 and 900` |
| Routed WL per cell | `approximately 11 µm` |
| Setup TNS | `0 ps` |
| Via density | `3.20` |
| F_max | `539 MHz` |
| Clock Skew | `around 3.5 ps` |
| PnR worst setup slack | `between 500 and 600 ps` |
| Gpl congestion | `0.792` |
| Clock transition at path regs | `60 ps` |
| Clock H-tree levels | `1` |
| Hold Fails Final Rpt | `0` |
| Leakage Power | `between 0.5 and 0.6 nW` |
| Cell area after layout | `between 0.0015 and 0.002 mm²` |
| Min Tclk post-route | `between 1500 and 2000 ps` |
| Post-synth top cells | `edfxtp_1 (15), nand2_1 (15), o21ai_0 (15)` |
| Max-slew headroom | `about 83%` |
| Startpoint Class | `input pin` |
| RSZ-0062 raised after global routing | `false` |
| CTS Hold Bufs | `0` |
| Worst Tran Pin Value | `about 260 ps` |
| Post-cts resize count | `0` |
| Yosys warning count | `1` |
| Post-CTS Setup Bufs | `0` |
| Antenna diode count | `0` |
| Port Buf Inserts | `about 42` |
| Flip-flops with a built-in enable | `15` |
| Ys cells | `between 90 and 100` |
| Initial detailed-routing violation count | `20` |
| DP HPWL | `2.41 mm` |
| Starting density of the core | `roughly a tenth` |
| ANT nets after route | `0` |
| Post-synth regs | `15` |
| CTS Buffer Depth | `2` |
| Total gr overflow | `0` |
| Tool warning count | `33` |
| Cell type with the largest total area | `edfxtp_1` |
| R2R setup slack | `approximately 640 ps` |
| Critical path data required time | `between 2000 and 2500 ps` |
| Clk sinks | `15` |
| Max IR drop VDD | `0.115 mV` |
| Ports | `around 48` |
| Register area share after synthesis | `47.4%` |
| CTS tree | `built` |
| Worst Path Arrival | `about 1800 ps` |
| Global-route wire length before repair | `4.38 mm` |
-- registers in the layout (all words and copies together), names as in the netlist --
name,count
rotor_position_0,5
rotor_position_1,5
rotor_position_2,5
-- cell usage in the layout (no fill, tap or decap) --
master	n
a41o_1	3
xor2_1	14
buf_4	4
clkbuf_1	1
xnor2_1	5
nand2_1	15
clkbuf_8	3
nor4_1	2
edfxtp_1	15
ha_1	6
or2_2	1
inv_1	6
clkdlybuf4s50_1	42
nand3_1	6
o21ai_0	15
a31o_1	2
-- metrics by stage --
step                utilization [%]  hold slack [ps]  instances
floorplan                         -              622         92
global placement               16.7              701        247
detailed placement             16.7              700        247
CTS                            17.1              709        251
global route                   17.1              741        251
finish                         17.1              698        251
-- power by group --
group          internal [mW]  switching, mW  total [mW]  leakage [nW]
Sequential             0.330         0.0452       0.375         0.152
Combinational          0.136         0.0643       0.201         0.410
Clock                  0.117         0.0819       0.199        0.0228
Total                  0.583          0.191       0.775         0.584
-- metal layers --
| metal | GRT usage (%) | share of wire (%) |
|---|---|---|
| met4 | 0.824 | 1.9 |
| met5 | 0 | 0 |
| met3 | 1.50 | 10 |
| met1 | 4.82 | 41 |
| met2 | 6.79 | 47 |
-- area by class of cell --
type                       count  area (µm²)
timing repair buffer          46         450
inverter                       6        22.5
clock buffer                   4        45.0
sequential                    15         450
multi-input combinational     69         469
tap                          111         139
fill                        1014        7620
-- final timing paths --
kind                                            end                 from  depth (start not counted)
worst min register to register  rotor_position_0[0]  rotor_position_0[0]                          1
worst max register to register  rotor_position_1[2]  rotor_position_1[0]                          4
worst min-delay path            rotor_position_0[0]  rotor_position_0[0]                          1
worst max-delay path            rotor_position_1[2]  rotor_turnover_1[0]                          5
-- cell families (layout without fill, tap and decap cells) --
family | count (synthesis) | in the layout | synth area share, %
buf+inv | 8 | 56 | 3.29
compound gates | 20 | 20 | 12.9
simple gates | 24 | 24 | 11.1
fa+ha+maj | 6 | 6 | 7.89
flops | 15 | 15 | 47.4
xor+xnor | 19 | 19 | 17.5
-- critical path, stage by stage --
cell and delay, ps:
clkdlybuf4s50_1 410, xor2_1 150, nor4_1 290, a31o_1 230, a31o_1 230
Power and IR drop assume default switching activity.
