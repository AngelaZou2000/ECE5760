==> design.v <==
`default_nettype wire
module rotor(  
  input wire [4:0] rotor_input,
  input wire [4:0] rotor_position,
  input wire [2:0] rotor_config,
  input wire forward,
  output wire [4:0] rotor_output 
);
  wire [4:0] enter_contact, exit_contact;
  wire [5:0] enter_sum;
  assign enter_sum = rotor_input+rotor_position;
  assign enter_contact = (enter_sum>6'd25) ? (enter_sum-6'd26) : (enter_sum);
  assign rotor_output = (exit_contact<rotor_position)? (exit_contact-rotor_position+5'd26) : (exit_contact-rotor_position);
  rotor_wiring inst (
    .enter_contact(enter_contact),
    .rotor_config(rotor_config),
    .forward(forward),
    .exit_contact_wire(exit_contact)
  );
endmodule
module rotor_wiring(
  input wire [4:0] enter_contact,
  input wire [2:0] rotor_config,
  input wire forward,
  output wire [4:0] exit_contact_wire
);
reg [4:0] exit_contact;
assign exit_contact_wire = exit_contact;
localparam A = 5'd0;
localparam B = 5'd1;
localparam C = 5'd2;
localparam D = 5'd3;
localparam E = 5'd4;
localparam F = 5'd5;
localparam G = 5'd6;
localparam H = 5'd7;
localparam I = 5'd8;
localparam J = 5'd9;
localparam K = 5'd10;
localparam L = 5'd11;
localparam M = 5'd12;
localparam N = 5'd13;
localparam O = 5'd14;
localparam P = 5'd15;
localparam Q = 5'd16;
localparam R = 5'd17;
localparam S = 5'd18;
localparam T = 5'd19;
localparam U = 5'd20;
localparam V = 5'd21;
localparam W = 5'd22;
localparam X = 5'd23;
localparam Y = 5'd24;
localparam Z = 5'd25;
localparam rI = 3'd0;
localparam rII = 3'd1;
localparam rIII = 3'd2;
always@(*) begin
  if (forward) begin  
    case (enter_contact)
      A: exit_contact = (rotor_config==rI) ? E : ((rotor_config==rII) ? A : ((rotor_config==rIII) ? B : 5'hx));
      B: exit_contact = (rotor_config==rI) ? K : ((rotor_config==rII) ? J : ((rotor_config==rIII) ? D : 5'hx));
      C: exit_contact = (rotor_config==rI) ? M : ((rotor_config==rII) ? D : ((rotor_config==rIII) ? F : 5'hx));
      D: exit_contact = (rotor_config==rI) ? F : ((rotor_config==rII) ? K : ((rotor_config==rIII) ? H : 5'hx));
      E: exit_contact = (rotor_config==rI) ? L : ((rotor_config==rII) ? S : ((rotor_config==rIII) ? J : 5'hx));
      F: exit_contact = (rotor_config==rI) ? G : ((rotor_config==rII) ? I : ((rotor_config==rIII) ? L : 5'hx));
      G: exit_contact = (rotor_config==rI) ? D : ((rotor_config==rII) ? R : ((rotor_config==rIII) ? C : 5'hx));
      H: exit_contact = (rotor_config==rI) ? Q : ((rotor_config==rII) ? U : ((rotor_config==rIII) ? P : 5'hx));
      I: exit_contact = (rotor_config==rI) ? V : ((rotor_config==rII) ? X : ((rotor_config==rIII) ? R : 5'hx));
      J: exit_contact = (rotor_config==rI) ? Z : ((rotor_config==rII) ? B : ((rotor_config==rIII) ? T : 5'hx));
      K: exit_contact = (rotor_config==rI) ? N : ((rotor_config==rII) ? L : ((rotor_config==rIII) ? X : 5'hx));
      L: exit_contact = (rotor_config==rI) ? T : ((rotor_config==rII) ? H : ((rotor_config==rIII) ? V : 5'hx));
      M: exit_contact = (rotor_config==rI) ? O : ((rotor_config==rII) ? W : ((rotor_config==rIII) ? Z : 5'hx));
      N: exit_contact = (rotor_config==rI) ? W : ((rotor_config==rII) ? T : ((rotor_config==rIII) ? N : 5'hx));
      O: exit_contact = (rotor_config==rI) ? Y : ((rotor_config==rII) ? M : ((rotor_config==rIII) ? Y : 5'hx));
      P: exit_contact = (rotor_config==rI) ? H : ((rotor_config==rII) ? C : ((rotor_config==rIII) ? E : 5'hx));
      Q: exit_contact = (rotor_config==rI) ? X : ((rotor_config==rII) ? Q : ((rotor_config==rIII) ? I : 5'hx));
      R: exit_contact = (rotor_config==rI) ? U : ((rotor_config==rII) ? G : ((rotor_config==rIII) ? W : 5'hx));
      S: exit_contact = (rotor_config==rI) ? S : ((rotor_config==rII) ? Z : ((rotor_config==rIII) ? G : 5'hx));
      T: exit_contact = (rotor_config==rI) ? P : ((rotor_config==rII) ? N : ((rotor_config==rIII) ? A : 5'hx));
      U: exit_contact = (rotor_config==rI) ? A : ((rotor_config==rII) ? P : ((rotor_config==rIII) ? K : 5'hx));
      V: exit_contact = (rotor_config==rI) ? I : ((rotor_config==rII) ? Y : ((rotor_config==rIII) ? M : 5'hx));
      W: exit_contact = (rotor_config==rI) ? B : ((rotor_config==rII) ? F : ((rotor_config==rIII) ? U : 5'hx));
      X: exit_contact = (rotor_config==rI) ? R : ((rotor_config==rII) ? V : ((rotor_config==rIII) ? S : 5'hx));
      Y: exit_contact = (rotor_config==rI) ? C : ((rotor_config==rII) ? O : ((rotor_config==rIII) ? Q : 5'hx));
      Z: exit_contact = (rotor_config==rI) ? J : ((rotor_config==rII) ? E : ((rotor_config==rIII) ? O : 5'hx));
      default: exit_contact = 5'hx;
    endcase
  end else begin   
    case (enter_contact)
      A: exit_contact = (rotor_config==rI) ? U : ((rotor_config==rII) ? A : ((rotor_config==rIII) ? T : 5'hx));
      B: exit_contact = (rotor_config==rI) ? W : ((rotor_config==rII) ? J : ((rotor_config==rIII) ? A : 5'hx));
      C: exit_contact = (rotor_config==rI) ? Y : ((rotor_config==rII) ? P : ((rotor_config==rIII) ? G : 5'hx));
      D: exit_contact = (rotor_config==rI) ? G : ((rotor_config==rII) ? C : ((rotor_config==rIII) ? B : 5'hx));
      E: exit_contact = (rotor_config==rI) ? A : ((rotor_config==rII) ? Z : ((rotor_config==rIII) ? P : 5'hx));
      F: exit_contact = (rotor_config==rI) ? D : ((rotor_config==rII) ? W : ((rotor_config==rIII) ? C : 5'hx));
      G: exit_contact = (rotor_config==rI) ? F : ((rotor_config==rII) ? R : ((rotor_config==rIII) ? S : 5'hx));
      H: exit_contact = (rotor_config==rI) ? P : ((rotor_config==rII) ? L : ((rotor_config==rIII) ? D : 5'hx));
      I: exit_contact = (rotor_config==rI) ? V : ((rotor_config==rII) ? F : ((rotor_config==rIII) ? Q : 5'hx));
      J: exit_contact = (rotor_config==rI) ? Z : ((rotor_config==rII) ? B : ((rotor_config==rIII) ? E : 5'hx));
      K: exit_contact = (rotor_config==rI) ? B : ((rotor_config==rII) ? D : ((rotor_config==rIII) ? U : 5'hx));
      L: exit_contact = (rotor_config==rI) ? E : ((rotor_config==rII) ? K : ((rotor_config==rIII) ? F : 5'hx));
      M: exit_contact = (rotor_config==rI) ? C : ((rotor_config==rII) ? O : ((rotor_config==rIII) ? V : 5'hx));
      N: exit_contact = (rotor_config==rI) ? K : ((rotor_config==rII) ? T : ((rotor_config==rIII) ? N : 5'hx));
      O: exit_contact = (rotor_config==rI) ? M : ((rotor_config==rII) ? Y : ((rotor_config==rIII) ? Z : 5'hx));
      P: exit_contact = (rotor_config==rI) ? T : ((rotor_config==rII) ? U : ((rotor_config==rIII) ? H : 5'hx));
      Q: exit_contact = (rotor_config==rI) ? H : ((rotor_config==rII) ? Q : ((rotor_config==rIII) ? Y : 5'hx));
      R: exit_contact = (rotor_config==rI) ? X : ((rotor_config==rII) ? G : ((rotor_config==rIII) ? I : 5'hx));
      S: exit_contact = (rotor_config==rI) ? S : ((rotor_config==rII) ? E : ((rotor_config==rIII) ? X : 5'hx));
      T: exit_contact = (rotor_config==rI) ? L : ((rotor_config==rII) ? N : ((rotor_config==rIII) ? J : 5'hx));
      U: exit_contact = (rotor_config==rI) ? R : ((rotor_config==rII) ? H : ((rotor_config==rIII) ? W : 5'hx));
      V: exit_contact = (rotor_config==rI) ? I : ((rotor_config==rII) ? X : ((rotor_config==rIII) ? L : 5'hx));
      W: exit_contact = (rotor_config==rI) ? N : ((rotor_config==rII) ? M : ((rotor_config==rIII) ? R : 5'hx));
      X: exit_contact = (rotor_config==rI) ? Q : ((rotor_config==rII) ? I : ((rotor_config==rIII) ? K : 5'hx));
      Y: exit_contact = (rotor_config==rI) ? O : ((rotor_config==rII) ? V : ((rotor_config==rIII) ? O : 5'hx));
      Z: exit_contact = (rotor_config==rI) ? J : ((rotor_config==rII) ? S : ((rotor_config==rIII) ? M : 5'hx));
      default: exit_contact = 5'hx;
    endcase
  end
end
endmodule
==> run.sh <==
#!/bin/bash
# OpenROAD 26Q1-2900-gdf79404cd8, Yosys 0.63+post, stock flow scripts
make -C /OpenROAD-flow-scripts/flow DESIGN_CONFIG=/design/flow/config.mk WORK_HOME=/design/flow/orfs finish
==> config.mk <==
export PLATFORM = sky130hd
export DESIGN_NAME = rotor
export DESIGN_NICKNAME = rotor
export VERILOG_FILES = /design/flow/design.v
export SDC_FILE = /design/flow/constraint.sdc
export NUM_CORES = 4
export LEC_CHECK = 1
export CORE_AREA = 10 10 109 109
export DIE_AREA = 0 0 119 119
==> constraint.sdc <==
current_design rotor

set clk_period 10.4
set clk_io_pct 0.2

create_clock -name clk0 -period $clk_period

set non_clock_inputs [all_inputs -no_clocks]
set_input_delay [expr $clk_period * $clk_io_pct] -clock clk0 $non_clock_inputs
set_output_delay [expr $clk_period * $clk_io_pct] -clock clk0 [all_outputs]
==> summary.txt <==
yosys + openroad results -> final worst slack 0.3593 ns, Hold Path Class input port to primary output, fillers 1054, via count 3312, final hold viol count 0, ratio of cells with drive above 1 in the final layout 18.27%, routability cong. 0.9863, Seq/Total Area, Yosys 0%, slew at the pin closest to its max-slew limit 0.7726 ns, Post-Route WL 10160 um, Commonest Layout Cell nor2_1, CP max stage delay 0.54 ns, cells after synthesis 367, Worst Path Arrival 7.96 ns, Die Height 119 um, vias in the first global route 2996, Port-buffer cells 19, Seq cells 0, area of the mapped netlist 0.002454 sq mm, Max-slew headroom 48.02%, Final ANT Viol Nets 0, total gr overflow 0, Total GRT Usage 13.76%, Crit. End Element primary output, met3 usage 2.782%, critical path, cell by cell clkdlybuf4s50_1 > ha_1 > fa_2 > or4_1 > o2111a_1 > nand4_1 > nand3_4 > mux2_4 > nor2_4 > or4_4 > nor4_4 > a2111oi_2 > a21oi_1 > ha_1 > a21o_1 > a21oi_1 > o21bai_1 > a21o_1 > a211oi_1 > xnor2_1 > clkdlybuf4s50_1, synthesis area per yosys 0.002454 sq mm, FF+latch area 0 sq um, Worst IR Drop VDD 0.1151 mV, Core Rows 36, FMAX 0.09959 GHz, tool warnings 32, largest net degree at the start of global routing 32, Area growth syn-to-layout 22.59%, layer with the highest usage met2, Setup crit start kind input port, initial antenna violation count 0, Pwr Density 162.9 mW/mm^2, CLK BUF 0, Pleak 0.001082 uW, fp util 25.45%, Setup TNS Final 0 ns, RSZ-0062 raised after global routing no, final instance area 0.003008 sq mm, crit path kind input port to primary output, ys cells 367, Post-Syn Area per Cell 6.686 sq um, Max FO, Critical Path 10, Setup WS pre-CTS 0.1112 ns, Inst Count DP 523, Post-DP HPWL 7554 um, # DRC 0, hold_buf cts 0, Yosys cell types 77, max cap viols 0, # IOs 19, Die ar. 0.01416 sq mm, Tmin final 10.04 ns, Die W 119 um, instance area after placement 0.002943 sq mm, first-pass GRT wire length 16430 um, core footprint 0.009639 sq mm, Setup Viol. Count Final 0, iteration count of the initial detailed-routing pass 5, dominant logic cell types in the final layout 44 x nor2_1, 36 x buf_4, 23 x o21ai_0, 23 x a21oi_1, DR iter-0 viols 510, met1 Usage GRT 19.53%, fin. max-slew vios 0, Vias per Instance 6.285, GRT met2 Usage 20.64%, ant diodes 0, Routed WL per cell 19.28 um, Worst EP required 8.32 ns, Post-Route Utilization 31.20%, Final period util 96.55%, Layout Cells excl Fill 527, Crit-path slowest cell or4_1, status complete, no violations, Syn. warnings 1
-- where the power goes --
part,internal [uW],switching [uW],total (uW)
registers,0,0,0
logic,233,257,490
clock network,0,0,0
-- area by class of cell --
cell class / instances / area (sq um) / area share [%]
Multi-Input combinational cell: 320 / 2293 / 76.25
Inverter: 18 / 67.56 / 2.246
Tap cell: 133 / 166.4 / 5.532
Timing Repair Buffer: 56 / 480.5 / 15.97
-- what timing repair did --
item | CTS | global route
setup buffers | 0 | 4
resized | 0 | 7
endpoints found under the setup margin | 0 | 4
-- cell usage after synthesis (5+ instances only) --
| master | instances | area [sq um] |
|---|---|---|
| nor2_1 | 44 | 165.2 |
| a21oi_1 | 23 | 115.1 |
| o21ai_0 | 23 | 115.1 |
| clkbuf_1 | 20 | 75.07 |
| nor3_1 | 19 | 95.09 |
| inv_1 | 17 | 63.81 |
| nand2_1 | 17 | 63.81 |
| ha_1 | 12 | 150.1 |
| nor4_1 | 12 | 75.07 |
| a21o_1 | 9 | 67.56 |
| a31oi_1 | 9 | 56.30 |
| a211oi_1 | 7 | 52.55 |
| a2111oi_0 | 6 | 52.55 |
| buf_2 | 6 | 30.03 |
| nand3_1 | 6 | 30.03 |
| o22ai_1 | 6 | 37.54 |
| a32oi_1 | 5 | 43.79 |
| o21ai_1 | 5 | 25.02 |
| o41ai_1 | 5 | 43.79 |
| or3_1 | 5 | 31.28 |
-- per-layer routing --
metal,wire length (um),up-vias
li1,-,1517
met1,4218,1506
met2,4363,242
met3,1191,47
met4,387,0
met5,0,-
-- critical path, delay by kind of cell --
| family | cells | cell delay [ns] |
|---|---|---|
| mux | 1 | 0.35 |
| compound gates | 8 | 1.41 |
| simple gates | 6 | 1.98 |
| buf+inv | 2 | 0.91 |
| xor+xnor | 1 | 0.15 |
| fa+ha+maj | 3 | 1.05 |
-- logic make-up (layout without fill, tap and decap cells) --
family / after synthesis / in the layout / synth area share (%)
XOR/XNOR: 9 / 9 / 4.080
adder cells (fa/ha/maj): 14 / 14 / 7.751
multiplexers: 4 / 4 / 1.836
AND-OR/OR-AND: 157 / 157 / 48.55
buffers and inverters: 47 / 74 / 7.955
AND/OR/NAND/NOR: 136 / 136 / 29.83
-- path summary, 6_finish.rpt --
check,from,endpoint,slack [ns],depth (start not counted)
setup / recovery,rotor_position[0],rotor_output[4],0.36,21
hold / removal,rotor_position[0],rotor_output[0],5.22,4
-- stage by stage --
| stage | hold slack [ns] | power [uW] |
|---|---|---|
| global placement | 5.224 | 475.8 |
| global route | 5.309 | 534.3 |
| floorplan | 4.281 | 285.6 |
| finish | 5.220 | 489.8 |
| CTS | 5.229 | 471.4 |
| detailed placement | 5.225 | 469.3 |
No activity file was given, so power comes from the tool's default toggle rates.
