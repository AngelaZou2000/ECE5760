### design/flow/design.v
`default_nettype wire
module plugboard(
  input wire [4:0] plugboard_input,
  output wire [4:0] plugboard_output_wire
);
reg [4:0] plugboard_output;
assign plugboard_output_wire = plugboard_output;
localparam A = 5'd0;
localparam B = 5'd1;
localparam C = 5'd2;
localparam D = 5'd3;
localparam E = 5'd4;
localparam F = 5'd5;
localparam G = 5'd6;
localparam H = 5'd7;
localparam I = 5'd8;
localparam J = 5'd9;
localparam K = 5'd10;
localparam L = 5'd11;
localparam M = 5'd12;
localparam N = 5'd13;
localparam O = 5'd14;
localparam P = 5'd15;
localparam Q = 5'd16;
localparam R = 5'd17;
localparam S = 5'd18;
localparam T = 5'd19;
localparam U = 5'd20;
localparam V = 5'd21;
localparam W = 5'd22;
localparam X = 5'd23;
localparam Y = 5'd24;
localparam Z = 5'd25;
always@(*) begin
  case (plugboard_input)
    A: plugboard_output = M;
    C: plugboard_output = N;
    D: plugboard_output = P;
    E: plugboard_output = Q;
    F: plugboard_output = S;
    G: plugboard_output = V;
    M: plugboard_output = A;
    N: plugboard_output = C;
    P: plugboard_output = D;
    Q: plugboard_output = E;
    S: plugboard_output = F;
    V: plugboard_output = G;
    default: plugboard_output = plugboard_input;
  endcase
end
endmodule
### design/flow/run.sh
#!/bin/bash
# OpenROAD 26Q1-2900-gdf79404cd8, Yosys 0.63+post, stock flow scripts
make -C /OpenROAD-flow-scripts/flow DESIGN_CONFIG=/design/flow/config.mk WORK_HOME=/design/flow/orfs finish
### design/flow/config.mk
export PLATFORM = sky130hd
export DESIGN_NAME = plugboard
export DESIGN_NICKNAME = plugboard
export VERILOG_FILES = /design/flow/design.v
export SDC_FILE = /design/flow/constraint.sdc
export NUM_CORES = 4
export LEC_CHECK = 1
export CORE_AREA = 10 10 70 70
export DIE_AREA = 0 0 80 80
### design/flow/constraint.sdc
current_design plugboard

set clk_period 1.9
set clk_io_pct 0.2

create_clock -name clk0 -period $clk_period

set non_clock_inputs [all_inputs -no_clocks]
set_input_delay [expr $clk_period * $clk_io_pct] -clock clk0 $non_clock_inputs
set_output_delay [expr $clk_period * $clk_io_pct] -clock clk0 [all_outputs]
==> flow_metrics.env <==
# physical design summary
export IMPL_stdcell_count=83
export IMPL_dr_pass1_iters=2
export IMPL_initial_core_util_pct=4.29
export IMPL_finalMaxSlewViolations=0
export IMPL_drt_antenna_violating_nets=0
export IMPL_tns_ns=0
export IMPL_antenna_found_initial=0
export IMPL_syn_inst=22
export IMPL_areaGrowthSynthToFinish_pct=117
export IMPL_cpLargestDelayFamily="buffers and inverters"
export IMPL_design_area_um2=318
export IMPL_post_cts_repair_setup_buffers=0
export IMPL_drive_above_1_share_pct=43.2
export IMPL_tightest_slew_ns=0.226
export IMPL_antenna_cells=0
export IMPL_synth_yosys_seq_area_share_pct=0
export IMPL_clkbuf_count=0
export IMPL_ys_chip_area_um2=146
export IMPL_rows=21
export IMPL_dr_first_iter_drc_count=3
export IMPL_die_w_um=80
export IMPL_warning_count=32
export IMPL_cpMaxStageDelayCell="clkdlybuf4s50_1"
export IMPL_lay_top_count="buf_4"
export IMPL_rsz0062_at_grt="false"
export IMPL_powerDensity_nw_per_um2=201
export IMPL_flops=0
export IMPL_setup_viol=0
export IMPL_hold_violations=0
export IMPL_switching_share_pct=36.8
export IMPL_mostFrequentLayoutCells="buf_4 (7), buf_2 (4), clkdlybuf4s50_1 (4)"
export IMPL_drc=0
export IMPL_p_total_mw=0.0640
export IMPL_grt_max_degree=9
export IMPL_syn_area_um2=146
export IMPL_place_area_um2=340
export IMPL_flop_area_um2=0
export IMPL_slew_headroom_pct=84.7
export IMPL_critPathKind="input port to primary output"
export IMPL_die_h_um=80
export IMPL_cp_arrival_ns=1.41
export IMPL_switchingPower_mw=0.0236
export IMPL_grt_pass1_wl_um=834
export IMPL_required_ns=1.52
export IMPL_yosys_cells=22
export IMPL_ys_warn_count=1
export IMPL_p_int_mw=0.0405
export IMPL_cp_start_kind="input port"
export IMPL_fmax_mhz=559
export IMPL_gp_congestion=0.729
export IMPL_ys_types=18
export IMPL_overflow=0
export IMPL_cap_viol_max_count=0
export IMPL_period_minus_slack_ns=1.79
export IMPL_port_buffers=10
export IMPL_peakVddDrop_uv=26.3
export IMPL_worst_path_buf_inv=3
export IMPL_period_used_pct=94.2
export IMPL_hold_buffers=0
export IMPL_pwr_share_comb_pct=100.0
export IMPL_power_frac_seq_pct=0
export IMPL_run_status="complete, no violations"
export IMPL_track_usage_pct=1.55
export IMPL_synth_avg_cell_area_um2=6.65
export IMPL_avgViaCountPerCell=2.47
export IMPL_core_area_um2=3420
export IMPL_drt_total_wl_um=540
export IMPL_end_kind="primary output"
export IMPL_vias=205
export IMPL_hp_class="input port to primary output"
export IMPL_critPathMaxStageDelay_ns=0.46
export IMPL_chip_area_um2=6400
export IMPL_dp_cells=83
export IMPL_wl_per_cell_um=6.51
export IMPL_grt_pass1_vias=177
export IMPL_io_pins=10
export IMPL_p_leak_nw=0.116
export IMPL_power_frac_clock_pct=0
export IMPL_crit_chain="buf_2 -> buf_4 -> o21ai_1 -> nand3b_1 -> nand3_1 -> clkdlybuf4s50_1"
export IMPL_cp_max_fo=8
## through the flow
step,worst slack [ns],hold WS (ns),util [%]
2_1_floorplan,0.630,0.802,-
3_3_place_gp,-0.362,1.89,9.96
3_5_place_dp,-0.385,1.89,9.96
4_1_cts,0.00355,1.28,9.96
5_1_grt,0.0191,1.29,9.30
6_report,0.111,1.26,9.30
## worst paths after layout
kind | from | endpoint | slack (ns) | cells past startpoint
max | plugboard_input[4] | plugboard_output_wire[4] | 0.11 | 6
min | plugboard_input[0] | plugboard_output_wire[3] | 1.26 | 3
## cell usage after synthesis
master / instances / share of area (%)
nor2b_1: 3 / 13
o21ai_0: 3 / 10
a21boi_2: 1 / 7.7
a21oi_1: 1 / 3.4
a221o_1: 1 / 6.8
buf_2: 1 / 3.4
buf_6: 1 / 7.7
inv_1: 1 / 2.6
nand2_1: 1 / 2.6
nand3_1: 1 / 3.4
nand3b_1: 1 / 5.1
nor2_1: 1 / 2.6
nor3_1: 1 / 3.4
o211ai_1: 1 / 5.1
o22a_1: 1 / 6.0
o22a_2: 1 / 6.8
o22ai_1: 1 / 4.3
o311ai_1: 1 / 6.0
## timing repair
item                                    4_1_cts  5_1_grt
endpoints found under the setup margin        5        4
pin swaps                                     1        0
resized                                      18        7
## kinds of logic (layout without fill, tap and decap cells)
kind of cell	after synthesis	in the layout	share of synthesized area (%)
AOI/OAI and AO/OA	11	11	56.4
and+or+nand+nor	8	8	29.9
buffers and inverters	3	18	13.7
## power groups by stage
stage | sequential [mW] | clock [mW] | combinational [mW]
finish | 0 | 0 | 0.0640
CTS | 0 | 0 | 0.0680
global route | 0 | 0 | 0.0717
## layer usage
metal / routed length [µm] / part of all wire (%) / track usage (%) / vias to the layer above
met5: 0 / 0 / 0 / -
met3: 57 / 11 / 0.341 / 0
li1: - / - / - / 117
met4: 0 / 0 / 0 / 0
met1: 261 / 48 / 2.31 / 81
met2: 222 / 41 / 2.33 / 7
## final cells by class
| type | count | area (µm²) |
|---|---|---|
| fillers | 407 | 3100 |
| inverters | 1 | 3.75 |
| multi-input cells | 19 | 130 |
| well taps | 46 | 57.6 |
| repair buffers | 17 | 126 |
Power and IR drop assume default switching activity.
