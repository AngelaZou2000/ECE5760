$ cat ./config.mk
export PLATFORM = sky130hd
export DESIGN_NAME = stepping
export DESIGN_NICKNAME = stepping
export VERILOG_FILES = /design/flow/design.v
export SDC_FILE = /design/flow/constraint.sdc
export NUM_CORES = 4
export LEC_CHECK = 1
export CORE_AREA = 10 10 82 82
export DIE_AREA = 0 0 92 92
$ cat ./design.v
`default_nettype wire
module stepping (
  input wire clk,
  input wire reset,
  input wire [4:0] init_rotor_position_0,
  input wire [4:0] init_rotor_position_1,
  input wire [4:0] init_rotor_position_2,
  input wire [4:0] rotor_turnover_0,
  input wire [4:0] rotor_turnover_1,
  input wire [4:0] rotor_turnover_2,
  output reg [4:0] rotor_position_0,
  output reg [4:0] rotor_position_1,
  output reg [4:0] rotor_position_2
);
  always@(posedge clk) begin
    if (reset) begin
      rotor_position_2 <= init_rotor_position_2;
      rotor_position_1 <= init_rotor_position_1;
      rotor_position_0 <= init_rotor_position_0;
    end else begin
      if (rotor_position_1==rotor_turnover_1) begin
        rotor_position_0 <= (rotor_position_0==5'd25) ? 5'd0 : (rotor_position_0+5'd1);
        rotor_position_1 <= (rotor_position_1==5'd25) ? 5'd0 : (rotor_position_1+5'd1);
      end
      if (rotor_position_2==rotor_turnover_2) begin
        rotor_position_1 <= (rotor_position_1==5'd25) ? 5'd0 : (rotor_position_1+5'd1);
      end
      rotor_position_2 <= (rotor_position_2==5'd25) ? 5'd0 : (rotor_position_2+5'd1);
    end
  end
endmodule
$ cat ./run.sh
#!/bin/bash
# OpenROAD 26Q1-2900-gdf79404cd8, Yosys 0.63+post, stock flow scripts
make -C /OpenROAD-flow-scripts/flow DESIGN_CONFIG=/design/flow/config.mk WORK_HOME=/design/flow/orfs finish
$ cat ./constraint.sdc
current_design stepping

set clk_period 2.0
set clk_io_pct 0.2

create_clock -name clk0 -period $clk_period [get_ports {clk}]

set non_clock_inputs [all_inputs -no_clocks]
set_input_delay [expr $clk_period * $clk_io_pct] -clock clk0 $non_clock_inputs
set_output_delay [expr $clk_period * $clk_io_pct] -clock clk0 [all_outputs]
==> reports/metrics.json <==
{
  "run_status": {"value": "finished clean"},
  "wire_per_inst": {"value": 12.1, "unit": "um"},
  "max-clock-path-buffers": {"value": 2},
  "critical-path-top-delay-family": {"value": "AND-OR/OR-AND gates"},
  "critical_path_required": {"value": 1930, "unit": "ps"},
  "finalClockPeriodUsage": {"value": 0.822},
  "netlist-cell-type-count": {"value": 14},
  "drtIter0Drc": {"value": 46},
  "reg2reg_depth": {"value": 4},
  "finalClockSkew": {"value": 6.88, "unit": "ps"},
  "slew_headroom": {"value": 0.820},
  "tightest_slew": {"value": 267, "unit": "ps"},
  "tritoncts": {"value": "done"},
  "cts.root.buffer_cell": {"value": "sky130_fd_sc_hd__clkbuf_8"},
  "design.die.area": {"value": 8460, "unit": "um2"},
  "worstPathMaxFanout": {"value": 5},
  "path_cells": {"value": "clkdlybuf4s50_1 > xor2_1 > nor3_1 > a31o_1 > a31o_1"},
  "reg2reg_slack": {"value": 370, "unit": "ps"},
  "grt.met2_usage": {"value": 0.0747},
  "tns": {"value": 0, "unit": "ps"},
  "cts_hold_repair.buffers": {"value": 0},
  "via_count": {"value": 766},
  "cts.repair_timing.setup_buffer_count": {"value": 0},
  "met1_usage": {"value": 0.0875},
  "power_per_cell_area": {"value": 647, "unit": "nW/um2"},
  "clk_latency": {"value": 250, "unit": "ps"},
  "most_congested_layer_reported_by_global_routing": {"value": "met1"},
  "avgSynthCellArea": {"value": 9.87, "unit": "um2"},
  "drc_errors": {"value": 0},
  "timing_hold_violations_final": {"value": 0},
  "ys_cells": {"value": 91},
  "antenna_violating_nets_post_route": {"value": 0},
  "numPlacedInstances": {"value": 202},
  "synth_flops": {"value": 15},
  "synthCells": {"value": 91},
  "antenna_violations_before_repair": {"value": 0},
  "worst_setup_sp_type": {"value": "input port"},
  "critPathCapture": {"value": "rotor_position_1[3]"},
  "worst_path_most_repeated_cell": {"value": "sky130_fd_sc_hd__a31o_1"},
  "grt_remaining_overflow": {"value": 0},
  "routabilityCongestion": {"value": 0.764},
  "endpoint_kind": {"value": "flop"},
  "post_cts_resized": {"value": 0},
  "maxSlewViolCount": {"value": 0},
  "route.antenna.diode_count": {"value": 0},
  "classification_of_the_worst_setup_path": {"value": "input port to flop"},
  "worst-endpoint-arrival": {"value": 1580, "unit": "ps"},
  "die_w": {"value": 92, "unit": "um"},
  "cp.buffers_inverters": {"value": 1},
  "path_depth": {"value": 5},
  "syn_area": {"value": 898, "unit": "um2"},
  "critical_path.startpoint": {"value": "rotor_turnover_1[2]"},
  "setup_violations": {"value": 0},
  "p_leak": {"value": 0.561, "unit": "nW"},
  "final.fill_count": {"value": 563},
  "ys.warnings.count": {"value": 1},
  "maxCapViolCount": {"value": 0},
  "clock_sinks": {"value": 15},
  "wirelength": {"value": 2.50, "unit": "mm"},
  "numPortBuffers": {"value": 41},
  "rsz0062_at_grt": {"value": "false"},
  "io-pin-count": {"value": 47},
  "post-route-util": {"value": 0.287},
  "destination_of_the_worst_register_to_register_timing_path": {"value": "rotor_position_1[3]"},
  "max_clock_freq": {"value": 0.608, "unit": "GHz"},
  "hold_class": {"value": "flop to flop"},
  "drive_gt1_frac": {"value": 0.0441},
  "globalRouteMet3Util": {"value": 0.0404},
  "via_per_inst": {"value": 3.72},
  "critical_path.max_stage_delay": {"value": 410, "unit": "ps"},
  "final_period_minus_worst_setup_slack": {"value": 1640, "unit": "ps"},
  "synth_chip_area": {"value": 898, "unit": "um2"},
  "cts-buffers-inserted": {"value": 3},
  "warnings": {"value": 33},
  "groute.usage.overall": {"value": 0.0601},
  "core_region_area": {"value": 5070, "unit": "um2"},
  "layout-area-overhead-vs-synth": {"value": 62.0, "unit": "%"},
  "dp_slack": {"value": 74.8, "unit": "ps"},
  "final_cell_count_no_fill": {"value": 206},
  "dp_hpwl": {"value": 2.00, "unit": "mm"},
  "fp-row-count": {"value": 26},
  "ir_worst_vdd": {"value": 0.347, "unit": "mV"},
  "worstReg2RegStart": {"value": "rotor_position_1[2]"},
  "die_extent_in_y": {"value": 92, "unit": "um"},
  "final_layout_top_logic_cell": {"value": "sky130_fd_sc_hd__clkdlybuf4s50_1"},
  "grt_first_pass_wirelength": {"value": 4.14, "unit": "mm"},
  "area.sequential": {"value": 400, "unit": "um2"},
  "layout_top_cells_excl_fill_tap": {"value": "41 x sky130_fd_sc_hd__clkdlybuf4s50_1, 15 x sky130_fd_sc_hd__nand2_1, 15 x sky130_fd_sc_hd__o21ai_0"},
  "grt_pass1_vias": {"value": 796},
  "area.combinational": {"value": 460, "unit": "um2"},
  "cts_htree_levels": {"value": 1},
  "critical-path-slowest-cell": {"value": "sky130_fd_sc_hd__clkdlybuf4s50_1"},
  "first_pass_iters": {"value": 4},
  "cts.clk_slew.worst_paths": {"value": 60, "unit": "ps"},
  "seq_area_frac_synth": {"value": 0.446},
  "final_critical_path_setup_slack": {"value": 355, "unit": "ps"},
  "grt_start_max_net_pins": {"value": 19},
  "floorplanUtilization": {"value": 0.177}
}
==> cell type report <==
type                            count  share of cell area
Timing Repair Buffer               43               0.301
Multi-Input combinational cell     68               0.316
Inverter                            6              0.0155
Clock inverter                      1             0.00344
Tap cell                           70              0.0602
Clock buffer                        3              0.0284
Sequential cell                    15               0.275
==> synthesized netlist by cell type <==
master	count	area [um2]
sky130_fd_sc_hd__xnor2_1	7	61.3
sky130_fd_sc_hd__edfxtp_1	10	300
sky130_fd_sc_hd__dfxtp_1	5	100
sky130_fd_sc_hd__nand2_1	15	56.3
sky130_fd_sc_hd__nand3_1	6	30.0
sky130_fd_sc_hd__nor3_1	2	10.0
sky130_fd_sc_hd__o21ai_0	15	75.1
sky130_fd_sc_hd__ha_1	6	75.1
sky130_fd_sc_hd__clkbuf_1	1	3.75
sky130_fd_sc_hd__inv_1	6	22.5
sky130_fd_sc_hd__buf_6	1	11.3
sky130_fd_sc_hd__xor2_1	12	105
sky130_fd_sc_hd__a41o_1	3	30.0
sky130_fd_sc_hd__a31o_1	2	17.5
==> logic make-up after synthesis <==
kind of cell,after synthesis,synth area share
adders and majority gates,6,0.0836
buffers and inverters,8,0.0418
AOI/OAI and AO/OA,20,0.136
and+or+nand+nor,23,0.107
xor gates and xnor gates,19,0.185
DFF,15,0.446
==> where the power goes <==
part | switching [mW] | internal [mW] | total [mW]
clock network | 0.110 | 0.138 | 0.247
registers | 0.0588 | 0.380 | 0.439
logic | 0.0808 | 0.174 | 0.255
total | 0.249 | 0.693 | 0.942
==> stage by stage <==
step           instance area (um2)  hold WS (ps)  total power [mW]
2_1_floorplan                  898           497             0.537
3_3_place_gp                  1410           542             0.705
3_5_place_dp                  1410           556             0.703
4_1_cts                       1460           569             0.959
5_1_grt                       1460           601              1.01
6_report                      1460           567             0.942
==> per-layer routing <==
metal	share of wire	wire length, um	vias up
met4	0.0052	13	0
met3	0.13	336	2
met2	0.36	906	35
met5	0	0	-
met1	0.50	1250	324
li1	-	-	405
==> sequential cells by signal, indices dropped and copies added, names as in the netlist <==
register and count:
rotor_position_1 5, rotor_position_0 5, rotor_position_2 5
==> worst min path at each step <==
stage	startpoint	end	slack [ps]	cells past startpoint
5_1_grt	rotor_position_2[0]	rotor_position_2[0]	600	1
4_1_cts	rotor_position_2[0]	rotor_position_2[0]	570	1
6_report	rotor_position_2[0]	rotor_position_2[0]	570	1
Power figures rest on the tool's default switching activity, not on a simulated workload.
