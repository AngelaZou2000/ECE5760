$ cat run.sh
#!/bin/bash
# OpenROAD 26Q1-2900-gdf79404cd8, Yosys 0.63+post, stock flow scripts
make -C /OpenROAD-flow-scripts/flow DESIGN_CONFIG=/design/flow/config.mk WORK_HOME=/design/flow/orfs finish
$ cat config.mk
export PLATFORM = sky130hd
export DESIGN_NAME = signed_mult
export DESIGN_NICKNAME = signed_mult
export VERILOG_FILES = /design/flow/design.v
export SDC_FILE = /design/flow/constraint.sdc
export NUM_CORES = 4
export LEC_CHECK = 1
export CORE_UTILIZATION = 50
$ cat constraint.sdc
current_design signed_mult

set clk_period 13.7
set clk_io_pct 0.2

create_clock -name clk0 -period $clk_period

set non_clock_inputs [all_inputs -no_clocks]
set_input_delay [expr $clk_period * $clk_io_pct] -clock clk0 $non_clock_inputs
set_output_delay [expr $clk_period * $clk_io_pct] -clock clk0 [all_outputs]
$ cat design.v
module one_column
#(parameter eta_width=9, parameter g_tension_width=5)
(
  input clk,
  input reset,
  input [9:0] column_size,
  input signed [17:0] init_node,
  input signed [17:0] incr_value,
  input signed [17:0] init_center_node,
  input signed [17:0] init_rho,
  input signed [17:0] left_node_in,
  input signed [17:0] right_node_in,
  input iteration_enable,
  output signed [17:0] center_node,
  output signed [17:0] curr_node_out,
  output reg [12:0] cycle_time
);
  reg signed [17:0] center_node_reg;
  reg [17:0] curr_write_data, prev_write_data;
  reg [8:0] curr_write_address, curr_read_address, prev_write_address, prev_read_address;
  reg curr_write_enable, prev_write_enable;
  wire [17:0] curr_read_data, prev_read_data;
  assign center_node = center_node_reg;
  M10K #(18) mem_curr_node (
    .clk(clk),
    .write_enable(curr_write_enable),
    .write_address(curr_write_address),
    .read_address(curr_read_address),
    .d(curr_write_data),
    .q(curr_read_data)
  );
  M10K #(18) mem_prev_node (
    .clk(clk),
    .write_enable(prev_write_enable),
    .write_address(prev_write_address),
    .read_address(prev_read_address),
    .d(prev_write_data),
    .q(prev_read_data)
  );
  reg [3:0] state_reg, state_next;
  reg [9:0] counter;
  localparam INIT = 4'd0;
  localparam INIT_LOAD = 4'd1;
  localparam BASE_LOAD_1 = 4'd2;
  localparam BASE_LOAD_2 = 4'd3;
  localparam BASE_WAIT = 4'd7;
  localparam CALC = 4'd4;
  localparam UPDATE = 4'd5;
  localparam WAIT = 4'd8;
  localparam ITERATION_DONE = 4'd6;
  always@(posedge clk) begin
    if (reset) begin
      state_reg <= INIT;
    end else begin
      state_reg <= state_next;
    end
  end
  always@(*) begin
    case (state_reg)
      INIT: state_next = INIT_LOAD;
      INIT_LOAD: begin
        if (counter==(column_size-1)) state_next = BASE_LOAD_1;  
        else state_next = INIT_LOAD;
      end
      BASE_LOAD_1: state_next = BASE_LOAD_2;
      BASE_LOAD_2: state_next = CALC;
      CALC: state_next = UPDATE;
      UPDATE: begin
        if (counter != (column_size-1)) state_next = CALC;  
        else state_next = ITERATION_DONE;  
      end
      ITERATION_DONE: begin
        if (iteration_enable) state_next = CALC; 
        else state_next = ITERATION_DONE;
      end
      default: state_next = state_reg;
    endcase
  end
  reg [17:0] curr_node, prev_node, top_node, bottom_node;
  wire [17:0] next_node;
  reg signed [17:0] init_node_value, init_node_value_term1;
  assign curr_node_out = curr_node;
  always @ (posedge clk) begin
    if (reset) begin
      counter <= 0;  
      center_node_reg <= init_center_node;  
    end else begin
      case (state_reg)
      INIT: begin
        counter <= 0;
        cycle_time <= 0;
        init_node_value <= init_node;
        init_node_value_term1 <= init_node;
      end
      INIT_LOAD: begin
        counter <= counter + 1'b1;
        init_node_value_term1 = (counter < (column_size>>1))? init_node_value_term1 + incr_value : init_node_value_term1 - incr_value;
        init_node_value = (init_node_value_term1 < init_center_node) ? init_node_value_term1 : init_center_node;
      end
      BASE_LOAD_2: begin
        counter <= 0;
        curr_node <= curr_read_data;
      end
      CALC: begin
        cycle_time <= cycle_time + 1;
        top_node <= curr_read_data;
        prev_node <= prev_read_data;
        center_node_reg <= (counter == (column_size>>1)) ? next_node : center_node_reg;
      end
      UPDATE: begin
        cycle_time <= cycle_time + 1;
        curr_node <= top_node;
        bottom_node <= curr_node;
        top_node <= curr_read_data;
        prev_node <= prev_read_data;
        counter <= counter + 1;
      end
      ITERATION_DONE: begin
        if (iteration_enable) begin
          counter <= 0;
          cycle_time <= 0;
        end
      end
      endcase
    end
  end
  always@(*) begin
    case(state_reg)
      INIT_LOAD: begin
        curr_write_enable = 1'b1;
        curr_write_data = init_node_value;
        curr_write_address = counter;
        prev_write_enable = 1'b1;
        prev_write_data = init_node_value;
        prev_write_address = counter;
        curr_read_address = curr_read_address;
        prev_read_address = prev_read_address;
      end
      BASE_LOAD_1: begin
        curr_read_address = 18'd0;
        curr_write_enable = 1'b0;
        prev_write_enable = 1'b0;
        prev_read_address = prev_read_address;
        curr_write_data = curr_write_data;
        prev_write_data = prev_write_data;
        curr_write_address = curr_write_address;
        prev_write_address = prev_write_address;
      end
      BASE_LOAD_2: begin
        curr_read_address = 18'd1;
        prev_read_address = 18'd0;
        curr_write_enable = 1'b0;
        prev_write_enable = 1'b0;
        curr_write_data = curr_write_data;
        prev_write_data = prev_write_data;
        curr_write_address = curr_write_address;
        prev_write_address = prev_write_address;
      end
      CALC: begin 
        curr_write_enable = 1'b0;
        prev_write_enable = 1'b0;
        curr_write_data = curr_write_data;
        prev_write_data = prev_write_data;
        curr_write_address = curr_write_address;
        prev_write_address = prev_write_address;
        curr_read_address = curr_read_address;
        prev_read_address = prev_read_address;
      end
      UPDATE: begin
        curr_write_enable = 1'b1;
        prev_write_enable = 1'b1;
        curr_write_address = counter;
        curr_write_data = next_node;
        prev_write_address = counter;
        prev_write_data = curr_node;
        curr_read_address = (counter==(column_size-2)) ? 0 :
                             ((counter==(column_size-1)) ? 1 : counter + 2);
        prev_read_address = (counter==(column_size-1)) ? 0 : counter + 1;
      end
      default: begin
        curr_write_enable = 1'b0;
        prev_write_enable = 1'b0;
        curr_write_data = curr_write_data;
        prev_write_data = prev_write_data;
        curr_write_address = curr_write_address;
        prev_write_address = prev_write_address;
        curr_read_address = curr_read_address;
        prev_read_address = prev_read_address;
      end
    endcase
  end
  node_compute #(eta_width) compute_inst 
  (
    .curr_node(curr_node),
    .left_node(left_node_in),
    .right_node(right_node_in),
    .top_node((counter==(column_size-1))?18'd0:top_node),
    .bottom_node((counter==0)?18'd0:bottom_node),
    .prev_node(prev_node),
    .rho(init_rho),
    .next_node(next_node)
  );
endmodule
module node_compute 
#(parameter eta_width)
(
  input signed [17:0] curr_node,
  input signed [17:0] left_node,
  input signed [17:0] right_node,
  input signed [17:0] top_node,
  input signed [17:0] bottom_node,
  input signed [17:0] prev_node,
  input signed [17:0] rho,
  output signed [17:0] next_node
);
  wire signed [17:0] node_sum, current_term, undamped_sum, damped_prev_node;
  assign node_sum = left_node+right_node+top_node+bottom_node-(curr_node<<2);
  signed_mult inst1 (
    .out(current_term),
    .a(node_sum),
    .b(rho)
  );
  assign damped_prev_node = prev_node - (prev_node>>>eta_width); 
  assign undamped_sum = current_term + (curr_node<<1) - damped_prev_node;
  assign next_node = undamped_sum - (undamped_sum>>>eta_width);
endmodule
module signed_mult (out, a, b);
  output  signed  [17:0]  out;
  input   signed  [17:0]  a;
  input   signed  [17:0]  b;
  wire  signed  [35:0]  mult_out;
  assign mult_out = a * b;
  assign out = {mult_out[35], mult_out[33:17]};
endmodule
module M10K #(parameter data_width) (
  input clk,
  input write_enable,
  input [8:0] write_address,
  input [8:0] read_address,
  input [data_width-1:0] d,
  output reg [data_width-1:0] q
);
  reg [19:0] mem [511:0];
  reg [data_width-1:0] buffer;
  always @ (posedge clk) begin
    if (write_enable) begin
      mem[write_address] <= d;
    end
    q <= mem[read_address][data_width-1:0];
  end
endmodule
module drum #(
  parameter eta_width=9,
  parameter g_tension_width=5,
  parameter number_of_columns=31
) (
  input clk,
  input reset,
  input [9:0] number_of_rows,
  input signed [17:0] init_node,
  input signed [17:0] incr_value_col,
  input signed [17:0] incr_value_row,
  input signed [17:0] init_center_node,
  input signed [17:0] init_rho,
  input iteration_enable,
  output signed [17:0] center_node_out,
  output        [12:0] cycle_time_out
);
  wire signed [17:0] rho;
  reg signed [17:0] init_center_node_array [number_of_columns-1:0];
  reg signed [17:0] init_center_node_value;
  reg signed [17:0] col_incr_array [number_of_columns-1:0];
  reg signed [17:0] col_incr_value;
  wire enable_signal;
  rho_update #(g_tension_width) rho_inst
  (
    .init_rho(init_rho),
    .center_node(center_node_out),
    .rho_value(rho)
  );
  wire signed [17:0] curr_node_out [number_of_columns-1:0];
  wire signed [17:0] center_node [number_of_columns-1:0];
  wire [12:0] cycle_time [number_of_columns-1:0];
  assign cycle_time_out = cycle_time[number_of_columns>>1];
  genvar col;
  generate
    for (col = 0; col < number_of_columns; col = col + 1) begin: DRUM_COL
      if (col==0) begin
        one_column #(eta_width, g_tension_width) inst_col (
          .clk(clk),
          .reset(enable_signal),
          .column_size(number_of_rows),
          .init_node(init_node),
          .incr_value(col_incr_array[col]),
          .init_center_node(init_center_node_array[col]),
          .init_rho(rho),
          .left_node_in(18'd0),
          .right_node_in(curr_node_out[col+1]),
          .iteration_enable(iteration_enable),
          .center_node(center_node[col]),
          .curr_node_out(curr_node_out[col]),
          .cycle_time(cycle_time[col])
        );
      end else if (col==(number_of_columns-1)) begin
        one_column #(eta_width, g_tension_width) inst_col (
          .clk(clk),
          .reset(enable_signal),
          .column_size(number_of_rows),
          .init_node(init_node),
          .incr_value(col_incr_array[col]),
          .init_center_node(init_center_node_array[col]),
          .init_rho(rho),
          .left_node_in(curr_node_out[col-1]),
          .right_node_in(18'd0),
          .iteration_enable(iteration_enable),
          .center_node(center_node[col]),
          .curr_node_out(curr_node_out[col]),
          .cycle_time(cycle_time[col])
        );
      end else begin
        one_column #(eta_width, g_tension_width) inst_col (
          .clk(clk),
          .reset(enable_signal),
          .column_size(number_of_rows),
          .init_node(init_node),
          .incr_value(col_incr_array[col]),
          .init_center_node(init_center_node_array[col]),
          .init_rho(rho),
          .left_node_in(curr_node_out[col-1]),
          .right_node_in(curr_node_out[col+1]),
          .iteration_enable(iteration_enable),
          .center_node(center_node[col]),
          .curr_node_out(curr_node_out[col]),
          .cycle_time(cycle_time[col])
        );
      end
    end
  endgenerate
  assign center_node_out = center_node[number_of_columns>>1];
  localparam INIT = 2'd0;
  localparam START_SIGNAL = 2'd1;
  localparam CALC = 2'd2;
  reg [9:0] counter;
  reg [1:0] state_reg, state_next;
  assign enable_signal = (state_reg == START_SIGNAL);
  always @ (posedge clk) begin
    if (reset) begin
      state_reg <= INIT;
    end else begin
      state_reg <= state_next;
    end
  end
  always@(*) begin
    if ((state_reg == INIT) && (counter ==(number_of_columns-1))) state_next = START_SIGNAL;
    else if (state_reg == START_SIGNAL) state_next = CALC;
    else state_next = state_reg;
  end
  always@(posedge clk) begin
    if (reset) begin
      counter <= 10'd0;
      init_center_node_value <= init_node;
      col_incr_value <= init_node;
    end
    else if (state_reg == INIT) begin
      counter <= counter + 1'b1;
      init_center_node_value <= (counter < (number_of_columns>>1))? init_center_node_value + incr_value_row : init_center_node_value - incr_value_row;
      init_center_node_array[counter] <= init_center_node_value; 
      col_incr_value <= (counter < (number_of_columns>>1))? col_incr_value + incr_value_col : col_incr_value - incr_value_col;
      col_incr_array[counter] <= col_incr_value; 
    end
  end
endmodule
module rho_update
#(parameter g_tension_width)
(
  input signed [17:0] init_rho,
  input signed [17:0] center_node,
  output signed [17:0] rho_value
);
  wire signed [17:0] rho_term1, rho_term2;
  assign rho_term1 = center_node >>> g_tension_width;
  signed_mult inst2 (
    .out(rho_term2),
    .a(rho_term1),
    .b(rho_term1)
  );
  assign rho_value = (18'h0FAE1 < (init_rho + rho_term2)) ? 18'h0FAE1 : (init_rho + rho_term2);
endmodule
==> impl_metrics.sql <==
-- metrics for the results database
INSERT INTO impl_metrics (metric_group, metric, value, unit) VALUES
('synth', 'synth.area.top_cells', 'sky130_fd_sc_hd__fa_1 (57%), sky130_fd_sc_hd__inv_1 (11%), sky130_fd_sc_hd__ha_1 (9.6%), sky130_fd_sc_hd__and2_1 (8.5%), sky130_fd_sc_hd__nand2_1 (5.0%)', ''),
('setup_path', 'critical-path-slowest-cell', 'sky130_fd_sc_hd__clkdlybuf4s50_1', ''),
('setup_path', 'critical_path_class', 'in2out', ''),
('sta', 'max_freq', '0.0792', 'GHz'),
('die', 'die-area', '23600', 'sq um'),
('synth', 'synthesis.area', '11500', 'sq um'),
('setup_path', 'crit_chain', 'clkdlybuf4s50_1 -> and2_1 -> fa_1 -> inv_1 -> fa_1 -> inv_1 -> ha_1 -> inv_1 -> fa_1 -> inv_1 -> fa_1 -> inv_1 -> fa_1 -> inv_1 -> ha_1 -> a21o_1 -> a21o_1 -> a21oi_1 -> o211ai_1 -> a31oi_1 -> nor3_1 -> a21oi_1 -> xnor2_1 -> clkdlybuf4s50_1', ''),
('synth', 'post-synth-top-area-fraction', '57.0', '%'),
('flow_run', 'max_cap_violations', '0', ''),
('synth', 'synth_stat.cells', '1235', ''),
('place', 'postPlaceCellArea', '12400', 'sq um'),
('synth', 'synthesis.yosys.warnings', '0', ''),
('sta', 'holdWs', '7.47', 'ns'),
('clocking', 'cts_resized', '0', ''),
('synth', 'yosys_xor_share', '2.13', '%'),
('cells_and_area', 'synth_to_final_area_change', '8.08', '%'),
('die', 'fp_util', '50.9', '%'),
('synth', 'yosys-dominant-comb-family', 'adder cells', ''),
('routing', 'drt_pre_antenna_iters', '4', ''),
('cells_and_area', 'lay_top_count', 'sky130_fd_sc_hd__inv_1', ''),
('sta', 'finalSetupTns', '0', 'ns'),
('setup_path', 'timing.critical_path.from_type', 'primary input', ''),
('synth', 'post_synth_and_or_nand_nor_area_fraction', '16.2', '%'),
('setup_path', 'cp_max_fo', '17', ''),
('setup_path', 'crit_cells', '24', ''),
('grt', 'total_gr_overflow', '0', ''),
('setup_path', 'endpoint_kind', 'primary output', ''),
('cells_and_area', 'post-route-cell-area', '12400', 'sq um'),
('setup_path', 'worst_path_most_repeated_cell', 'sky130_fd_sc_hd__inv_1', ''),
('synth', 'synth_sequential_area_ratio', '0', '%'),
('synth', 'syn-instance-count', '1235', ''),
('cells_and_area', 'nFlopsAndLatches', '0', ''),
('routing', 'number_of_routed_nets_with_antenna_violations', '0', ''),
('place', 'preCtsSetupSlack', '1.00', 'ns'),
('sta', 'tightestPinTransition', '0.808', 'ns'),
('flow_run', 'tool_warnings', '32', ''),
('synth', 'post_synth_ao_oa_area_fraction', '2.19', '%'),
('synth', 'synth.area.mux_share', '0.0978', '%'),
('routing', 'detail_route.drc_violations', '0', ''),
('sta', 'unrepaired_setup_endpoints_after_global_routing', 'no', ''),
('place', 'buffer_ports.inserted', '54', ''),
('sta', 'fin_ws', '1.08', 'ns'),
('cells_and_area', 'seqCellArea', '0', 'sq um'),
('sta', 'setup_viol', '0', ''),
('cells_and_area', 'num-fill-cells', '2044', ''),
('setup_path', 'critical-path-max-stage-delay', '0.69', 'ns'),
('routing', 'routed-via-count', '7582', ''),
('routing', 'via_per_inst', '4.87', ''),
('worst_hold_path', 'min_path_type', 'in2out', ''),
('synth', 'synthAdderAreaFrac', '66.6', '%'),
('setup_path', 'critPathTopFamily', 'adder cells', ''),
('die', 'die_width', '154', 'um'),
('routing', 'wire_per_inst', '16.2', 'um'),
('cells_and_area', 'clock_buffer_count', '0', ''),
('sta', 'max-slew-margin-rel', '45.9', '%'),
('place', 'post-dp-hpwl', '21900', 'um'),
('status', 'outcome', 'finished, final reports clean', ''),
('synth', 'synth.yosys.chip_area', '11500', 'sq um'),
('synth', 'avgSynthCellArea', '9.33', 'sq um'),
('place', 'finalWeightedCongestion', '0.860', ''),
('sta', 'final-hold-violation-count', '0', ''),
('clocking', 'cts_setup_buffers', '0', ''),
('routing', 'diode_insertion_count_for_antenna_repair', '0', ''),
('synth', 'yosys.cell_types.count', '37', ''),
('die', 'core-area', '22600', 'sq um'),
('die', 'design.portCount', '54', ''),
('clocking', 'post_cts_hold_buffer_count', '0', ''),
('grt', 'grt_first_pass_wirelength', '43700', 'um'),
('grt', 'grt_pass1_vias', '8539', '');
==> worst min-delay path, delay by kind of cell <==
family	cells	cell delay [ns]
muxes	1	0.25
xor gates and xnor gates	5	0.59
adders and majority gates	1	0.16
buffers and inverters	3	0.99
==> metal layers <==
| metal | track usage [%] | up-vias | part of all wire [%] |
|---|---|---|---|
| met4 | 2.29 | 0 | 1.1 |
| met5 | 0 | - | 0 |
| met1 | 39.1 | 3846 | 42 |
| met3 | 7.12 | 14 | 6.4 |
| li1 | - | 3556 | - |
| met2 | 42.2 | 166 | 50 |
==> cell families (layout without fill, tap and decap cells) <==
kind of cell | Yosys count | count (layout)
adders and majority gates | 416 | 416
buffers and inverters | 394 | 431
and+or+nand+nor | 360 | 360
AOI/OAI and AO/OA | 36 | 36
xor gates and xnor gates | 28 | 28
muxes | 1 | 1
==> stage by stage <==
step,instances,utilization (%)
after floorplan,1235,-
after CTS,1557,55.0
final,1557,55.0
after global placement,1557,55.0
after detailed placement,1557,55.0
after global routing,1557,55.0
==> layout make-up <==
cell class	instances	area (sq um)	area share [%]
Tap cell	285	357	2.86
Inverter	351	1320	10.6
Timing Repair Buffer	80	736	5.91
Multi-Input combinational cell	841	10000	80.6
==> synth_stat cells, drive strengths merged, types with 2 or more instances <==
cell	number
a21oi	10
a31oi	2
nand4	2
xor2	7
nand2	153
o211ai	2
o21a	3
xnor2	21
and2	157
nand2b	4
inv	351
nor3	4
o21ai	4
and3	2
nor2b	17
nand3	4
ha	88
a211oi	2
nor2	12
fa	328
a21o	7
and4	2
clkbuf	43
==> final timing paths <==
check                  from  endpoint  slack (ns)
worst min-delay path  a[17]   out[17]        7.47
worst max-delay path   b[1]   out[15]        1.08
