**/design/flow/config.mk**
```make
export PLATFORM = sky130hd
export DESIGN_NAME = mapper
export DESIGN_NICKNAME = mapper
export VERILOG_FILES = /design/flow/design.v
export SDC_FILE = /design/flow/constraint.sdc
export NUM_CORES = 4
export LEC_CHECK = 1
export CORE_AREA = 10 10 76 76
export DIE_AREA = 0 0 86 86
```
**/design/flow/constraint.sdc**
```tcl
current_design mapper

set clk_period 5.4
set clk_io_pct 0.2

create_clock -name clk0 -period $clk_period

set non_clock_inputs [all_inputs -no_clocks]
set_input_delay [expr $clk_period * $clk_io_pct] -clock clk0 $non_clock_inputs
set_output_delay [expr $clk_period * $clk_io_pct] -clock clk0 [all_outputs]
```
**/design/flow/design.v**
```verilog
module mapper #(
  parameter PARTITION = 2,
  parameter PARTITION_SIZE = 153600,
  parameter PARTITION_ROW_SIZE = 320,
  parameter PARTITION_COL_SIZE = 480
  ) (
  input [9:0] next_x,
  input [9:0] next_y,
  output [$clog2(PARTITION_SIZE)-1:0] m10k_read_address,
  output [$clog2(PARTITION)-1:0] partition_index
);
assign partition_index = (next_x < 40)  ? next_x       :
                         (next_x < 80)  ? next_x - 40  : 
                         (next_x < 120) ? next_x - 80  :
                         (next_x < 160) ? next_x - 120 :
                         (next_x < 200) ? next_x - 160 :
                         (next_x < 240) ? next_x - 200 :
                         (next_x < 280) ? next_x - 240 :
                         (next_x < 320) ? next_x - 280 :
                         (next_x < 360) ? next_x - 320 :
                         (next_x < 400) ? next_x - 360 :
                         (next_x < 440) ? next_x - 400 :
                         (next_x < 480) ? next_x - 440 :
                         (next_x < 520) ? next_x - 480 :
                         (next_x < 560) ? next_x - 520 :
                         (next_x < 600) ? next_x - 560 :
                                          next_x - 600;
wire [4:0] grid_idx;
assign grid_idx = (next_x < 40)  ? 0  : 
                  (next_x < 80)  ? 1  :
                  (next_x < 120) ? 2  :
                  (next_x < 160) ? 3  :
                  (next_x < 200) ? 4  :
                  (next_x < 240) ? 5  :
                  (next_x < 280) ? 6  :
                  (next_x < 320) ? 7  :
                  (next_x < 360) ? 8  :
                  (next_x < 400) ? 9  :
                  (next_x < 440) ? 10 :
                  (next_x < 480) ? 11 :
                  (next_x < 520) ? 12 :
                  (next_x < 560) ? 13 :
                  (next_x < 600) ? 14 :
                                   15;
wire [$clog2(PARTITION_SIZE)-1:0] mult;
assign mult = next_y * PARTITION_ROW_SIZE;
assign m10k_read_address = mult + grid_idx;
endmodule
```
**/design/flow/run.sh**
```bash
#!/bin/bash
# OpenROAD 26Q1-2900-gdf79404cd8, Yosys 0.63+post, stock flow scripts
make -C /OpenROAD-flow-scripts/flow DESIGN_CONFIG=/design/flow/config.mk WORK_HOME=/design/flow/orfs finish
```
==> out/highlights.md <==
- 4320 ps — Required @ worst endpoint
- 0 — cts hold-fix bufs
- primary output — sort of element at the end of the critical path
- 4885 ps — crit path time final
- 4.994% — combined global-route utilization of all metal layers
- 0 — antenna violations before repair
- 0.04537 mV — largest voltage drop on the vdd net
- 0 ps — total negative slack for setup checks
- 1700 um — half-perimeter wire length after placement
- 0.7542 — Final Wtd Congestion
- sky130_fd_sc_hd__ha_1 — most common cell in the synthesized netlist
- 3325 um — first-pass GRT wire length
- 13 — pin count of the biggest net entering global routing
- input pin — type of origin of the critical path
- 1958 um — Total Routed Length
- 96 — Cells after Synth
- 4 — total iterations of the first detailed-routing run
- 204.7 MHz — peak clock frequency supported by timing
- 0.007396 mm2 — full die area
- sky130_fd_sc_hd__ha_1 28%, sky130_fd_sc_hd__buf_4 7.3%, sky130_fd_sc_hd__xnor2_1 6.1% — main area contributors
- 1.667% — layout cell share with drive strength beyond 1
- 0 — DRC
- 701 — vias in the first global route
- 0 — count of clock-net buffers in the final layout
- 3800 ps — Crit path arrival time
- 718.2 um2 — area of the synthesized netlist per yosys stat
- 16 x sky130_fd_sc_hd__ha_1, 11 x sky130_fd_sc_hd__nor2_1, 7 x sky130_fd_sc_hd__a21oi_1, 7 x sky130_fd_sc_hd__buf_4, 6 x sky130_fd_sc_hd__nand2_1 — leading cell types by count after synthesis
- 34 — OpenROAD warning count
- 0 — count of final setup violators
- 7.481 um2 — synthesized area divided by synthesized cell count
- 170 — number of instances in the placed design
- 0 — final hold violation count
- 0 — tally of max-capacitance violations
- 0 — number of antenna cells inserted
- 86 um — Die Height
- 86 um — horizontal extent of the die
- 2 — largest fanout on the critical path
- in2out — type of the tightest min-delay check
- 0 — number of setup buffers added after CTS
- 17.45% — effective utilization at floorplan
- 0 — post_cts resized
- 170 — Cell Count, Final, Fillers Out
- sky130_fd_sc_hd__ha_1 — library cell occupying the most area in the post-synthesis netlist
- 33 — buffers added on ports
- 0 — Seq Cell Count
- 27.87% — Top-area cell share
- false — RSZ-0062 raised after global routing
- 0.004115 mm2 — total core area
- 0% — proportion of synthesized chip area in sequential cells
- 760 — Vias
- 111.9 mW/mm2 — Pwr per Cell Area
- 4.471 — detailed-route vias per instance
- 90.46% — part of the cycle the worst path needs
- completed — result of the run
- 96 — count of instantiated cells in the yosys netlist
- 26 — violation count after the first detailed-routing iteration
- 0 — total overflow reported by the global router
- 44.08% — synth-to-layout area growth
- 30 — synth unique cells
- 0 — count of nets left with antenna violations after detail routing
- 23 — number of rows created at floorplan
- 0.4227 nW — static leakage
- 0 — number of warnings issued by yosys
- 0 — number of pins with negative max-slew slack in the final report
- 0 um2 — register area
- 39 — I/O pins
- 11.52 um — wire per inst
- in2out — WS Path Type
- 718.2 um2 — Mapped Area
cell type report:
type / count / area, um2
fill: 456 / 3080
multi-input combinational: 82 / 623.1
timing repair buffer: 33 / 330.3
tap: 50 / 62.56
inverter: 5 / 18.77
per-stage QoR:
stage / cell area [um2] / setup slack [ps] / power, W / hold slack (ps) / utilization [%]
after floorplan: 721.9 / 1626 / 0.00005652 / 2191 / -
after global placement: 1035 / 480.5 / 0.0001187 / 2160 / 25.14
after detailed placement: 1035 / 483.8 / 0.0001178 / 2160 / 25.14
after CTS: 1035 / 484.9 / 0.0001194 / 2160 / 25.14
after global routing: 1035 / 338.9 / 0.0001316 / 2160 / 25.14
final: 1035 / 515.1 / 0.0001158 / 2160 / 25.14
worst max-delay path, stage by stage:
cell	delay, ps
sky130_fd_sc_hd__clkdlybuf4s50_1	490
sky130_fd_sc_hd__ha_1	230
sky130_fd_sc_hd__ha_1	230
sky130_fd_sc_hd__fa_1	400
sky130_fd_sc_hd__a21oi_1	240
sky130_fd_sc_hd__o211ai_1	160
sky130_fd_sc_hd__o41ai_1	320
sky130_fd_sc_hd__xnor2_1	170
sky130_fd_sc_hd__clkdlybuf4s50_1	480
power breakdown:
part | internal (W) | switching [W]
clock | 0 | 0
combinational | 0.0000718 | 0.0000440
sequential | 0 | 0
cells by family (layout without fill, tap and decap cells):
group | count (synthesis) | count (layout) | synth area share, %
buffers and inverters | 15 | 38 | 13.76
other | 1 | 2 | 0.5221
and+or+nand+nor | 31 | 31 | 20.91
AOI/OAI and AO/OA | 24 | 24 | 24.22
adders and majority gates | 18 | 18 | 32.06
xor gates and xnor gates | 7 | 7 | 8.537
cells in the final DEF (no fill, tap or decap), drive strengths merged, types with 2 or more instances in the layout:
| cell type | count |
|---|---|
| a211oi | 4 |
| a21oi | 7 |
| a311oi | 2 |
| clkdlybuf4s50 | 33 |
| conb | 2 |
| ha | 16 |
| inv | 5 |
| nand2 | 6 |
| nand2b | 2 |
| nand3 | 4 |
| nor2 | 11 |
| nor3 | 4 |
| nor4bb | 2 |
| o211ai | 2 |
| o21bai | 3 |
| o41ai | 2 |
| xnor2 | 5 |
| xor2 | 2 |
path summary, 6_finish.rpt:
kind	start	to	slack [ps]	cells past startpoint
worst max-delay path	next_y[3]	m10k_read_address[17]	520	9
worst min-delay path	next_x[0]	partition_index[0]	2160	0
metal layers:
metal  vias up  part of all wire, %  track usage (%)
met2        18                   47            7.640
li1        407                    -                -
met3         0                  8.6            1.430
met1       335                   44            7.163
met5         -                    0                0
met4         0                    0                0
Power is estimated from default activity; no workload was simulated.
